`design/flow/run.sh`:
```
#!/bin/bash
# OpenROAD 26Q1-2900-gdf79404cd8, Yosys 0.63+post, stock flow scripts
make -C /OpenROAD-flow-scripts/flow DESIGN_CONFIG=/design/flow/config.mk WORK_HOME=/design/flow/orfs finish
```
`design/flow/config.mk`:
```
export PLATFORM = sky130hd
export DESIGN_NAME = pc_mux
export DESIGN_NICKNAME = pc_mux
export VERILOG_FILES = /design/flow/design.v
export SDC_FILE = /design/flow/constraint.sdc
export NUM_CORES = 4
export LEC_CHECK = 1
export CORE_AREA = 10 10 113 113
export DIE_AREA = 0 0 123 123
```
`design/flow/constraint.sdc`:
```
current_design pc_mux

set clk_period 10.0
set clk_io_pct 0.2

create_clock -name clk0 -period $clk_period

set non_clock_inputs [all_inputs -no_clocks]
set_input_delay [expr $clk_period * $clk_io_pct] -clock clk0 $non_clock_inputs
set_output_delay [expr $clk_period * $clk_io_pct] -clock clk0 [all_outputs]
```
`design/flow/design.v`:
```
module pc_mux(opcode, curr_pc, compare, imm, ra, next_pc, rd);
	input [3:0] opcode; 
	input [15:0] curr_pc;
	input [3:0] compare;
	input [15:0] imm;
	input [15:0] ra;
	output reg [15:0] next_pc;
	output reg [15:0] rd;
	always @ (*) begin
		case(opcode) 
			4'b0000:  next_pc <= curr_pc+1; 
			4'b0001:  next_pc <= curr_pc+1; 
			4'b0010:  next_pc <= curr_pc+1; 
			4'b0011:  next_pc <= curr_pc+1; 
			4'b0100:  next_pc <= curr_pc+1; 
			4'b0101:  next_pc <= compare[3]? curr_pc+imm : curr_pc + 1; 
			4'b0110:  next_pc <= compare[2]? curr_pc+imm : curr_pc + 1;
			4'b0111:  next_pc <= compare[1]? curr_pc+imm : curr_pc + 1;  
			4'b1001:  next_pc <= compare[0]? curr_pc+imm : curr_pc + 1;  
			4'b1011: begin   
				 rd <= curr_pc + 1;
				 next_pc <= curr_pc+imm;
			end
			4'b1100: begin   
				 rd <= curr_pc + 1;
				 next_pc <= ra + imm;
			end
			default: next_pc <= curr_pc +1;
		endcase
	end
endmodule
```
==> impl_metrics.csv <==
group,metric,value,unit
status,outcome,"finished, final reports clean",
routing,wl_per_cell,15.48,um
sta,unclocked_pins,16,
pwr,power_density,54.48,nW/um2
hold_path,whs_endpoint,"next_pc[0]",
final_layout,top_regs,"rd x16",
routing,drcViolationCount,0,
clock_network,post_cts_buffers,0,
global_routing,grt_pass1_vias,2418,
sta,slew_headroom,0.5316,
critical_path,cp_data_required_time,8.00,ns
critical_path,arrival,4.92,ns
global_routing,grt.met2_usage,0.1817,
clock_network,cts_resized,0,
synthesis,syn_inst,296,
clock_network,hold_buffers,0,
sta,untimed_endpoints,32,
sta,holdWs,5.143,ns
placed_design,post-dp-hpwl,7.141,mm
job,warnings,32,
synthesis,top_cells_by_area,"ha_1 (17%), dlxtn_1 (11%), xnor2_1 (8.9%)",
placed_design,port_buffers,88,
synthesis,top_cells_by_count,"ha_1 (31), nand2_1 (27), xnor2_1 (23)",
routing,firstDrtPassIters,4,
final_layout,area_delta_synth_final,45.41,%
sta,postLayoutSetupSlackWorst,3.081,ns
routing,num_antenna_cells,0,
synthesis,synthArstFlopShare,0,
critical_path,cp-end-kind,"primary output",
sta,hold_viol_final,0,
floorplanning,rows,37,
sta,rsz0062_at_grt,"false",
synthesis,ff_type,"dlxtn_1",
synthesis,synth_warnings,1,
synthesis,ys_cells,296,
hold_path,whs_path_depth,5,
sta,slew_viol_final,0,
routing,detail-route-antenna-nets,0,
floorplanning,die_y,123,um
synthesis,synth.distinct_cells,50,
final_layout,fill_cells,1058,
final_layout,logic_area,1926,um2
final_layout,regArea,240.2,um2
synthesis,numSynthFlops,16,
global_routing,grt_use_total,0.1012,
global_routing,grtUsageMet3,0.01203,
critical_path,startpoint_type,"primary input",
sta,setup_viol_count_final,0,
job,drv_cap,0,
critical_path,worst-setup-path-type,"in2out",
routing,num_vias,2383,
floorplanning,coreArea,10320,um2
routing,drt_iter0_drc,90,
placed_design,pre_cts_ws,3.067,ns
sta,fmax,0.1445,GHz
synthesis,top_cell,"ha_1",
global_routing,overflow,0,
global_routing,grt_busiest_layer,"met2",
pwr,leakage,1.370,nW
global_routing,grt_first_pass_wirelength,12.36,mm
synthesis,edf_count,0,
hold_path,hold_class,"in2out",
floorplanning,dieWidth,123,um
sta,tns,0,ns
sta,worstMarginPinSlew,0.6989,ns
final_layout,drive_gt1_frac,0.03158,
synthesis,synth_area,2251,um2
hold_path,hp-start,"ra[0]",
placed_design,gp_congestion,0.8981,
floorplanning,io_pins,88,
synthesis,synth.largest_area_cell,"ha_1",
floorplanning,fp_util,0.2180,
synthesis,yosysTopAreaCellShare,0.1723,
critical_path,crit_fanout,5,
global_routing,grt_max_degree,17,
global_routing,use_met1,0.1347,
final_layout,regMostFlops,"rd",
global_routing,antenna_found_initial,0,
routing,drt-total-wl,7.989,mm
floorplanning,dieArea,15130,um2
final_layout,largest_reg_flops,16,
synthesis,syn_area_per_cell,7.604,um2
sta,period_minus_slack,6.919,ns
pwr,peakVddDrop,0.01241,mV
routing,viasPerCell,4.618,
sta,min_period_over_period,0.6919,
synthesis,yosysChipArea,2251,um2
==> where the power goes <==
group	internal, mW	switching, mW
logic	0.0914	0.0794
clock network	0	0
registers	0.00644	0.00105
==> final cells by class <==
type                       count  share of cell area
multi-input combinational    262              0.5883
timing repair buffer          89              0.2714
sequential                    16             0.07339
tap                          136             0.05199
inverter                      13             0.01491
==> stage by stage <==
stage	instances	instance area (um2)	utilization	total power [mW]
2_1_floorplan	296	2251	-	0.1010
3_3_place_gp	516	3273	0.3171	0.1800
3_5_place_dp	516	3273	0.3171	0.1799
4_1_cts	516	3273	0.3171	0.1807
5_1_grt	516	3273	0.3171	0.1981
6_report	516	3273	0.3171	0.1783
==> cell usage in the layout, fill, tap and decap left out, types with 2 or more instances in the layout <==
cell / synthesis / final
and3_1: 7 / 7
o211ai_1: 4 / 4
xor2_1: 18 / 18
a31oi_1: 5 / 5
nor2_1: 19 / 19
clkdlybuf4s50_1: 0 / 88
fa_1: 2 / 2
a21oi_1: 17 / 17
o221ai_1: 5 / 5
o21ai_1: 8 / 8
nand2b_1: 4 / 4
a22oi_1: 9 / 9
a311oi_2: 2 / 2
or3_1: 2 / 2
o22ai_1: 3 / 3
a21o_1: 12 / 12
ha_1: 31 / 31
nand2_1: 27 / 27
dlxtn_1: 16 / 16
nor2b_1: 6 / 6
mux2i_1: 3 / 3
nand3_1: 16 / 16
nand4_1: 5 / 5
o21ai_0: 12 / 12
a211oi_1: 2 / 2
xnor2_1: 23 / 23
inv_1: 12 / 12
==> logic make-up after synthesis <==
logic type,Yosys count,share of synthesized area
and+or+nand+nor,93,0.2068
buffers and inverters,18,0.03779
AOI/OAI and AO/OA,92,0.2857
latches,16,0.1067
xor gates and xnor gates,41,0.1595
adders and majority gates,33,0.1901
muxes,3,0.01334
==> critical path, stage by stage <==
cell and delay [ns]:
clkdlybuf4s50_1 0.54, ha_1 0.19, inv_1 0.05, fa_1 0.40, nor2b_1 0.17, o211ai_1 0.16, a211oi_2 0.27, a31o_2 0.18
a21oi_1 0.07, xor2_1 0.14, o221ai_1 0.20, clkdlybuf4s50_1 0.54
==> how the worst max path moves through the flow <==
stage | to | from | slack [ns]
CTS | next_pc[12] | curr_pc[0] | 3.05
finish | next_pc[12] | curr_pc[0] | 3.08
global route | next_pc[12] | curr_pc[0] | 2.87
==> metal layers <==
layer / routed length, um / vias to the layer above
met5: 0 / -
met4: 0 / 0
met3: 480 / 0
met2: 3962 / 58
met1: 3546 / 1051
li1: - / 1274
Power and IR drop assume default switching activity.
