File: flow/config.mk
export PLATFORM = sky130hd
export DESIGN_NAME = alu
export DESIGN_NICKNAME = alu
export VERILOG_FILES = /design/flow/design.v
export SDC_FILE = /design/flow/constraint.sdc
export NUM_CORES = 4
export LEC_CHECK = 1
export CORE_UTILIZATION = 40
File: flow/constraint.sdc
current_design alu

set clk_period 12.5
set clk_io_pct 0.2

create_clock -name clk0 -period $clk_period

set non_clock_inputs [all_inputs -no_clocks]
set_input_delay [expr $clk_period * $clk_io_pct] -clock clk0 $non_clock_inputs
set_output_delay [expr $clk_period * $clk_io_pct] -clock clk0 [all_outputs]
File: flow/design.v
module alu(a, b, imm, op, res, zero_res, status);
	input [15:0] a;
	input [15:0] b;
	input [15:0] imm;
	input [3:0] op;
	output reg [15:0] res;
	output wire zero_res;
	output reg [3:0] status;
	comp16 comp(
		.a(a), .b(b), 
		.eq(status[3]),
	    .neq(status[2]),
		.geq(status[1]),
		.l(status[0]));
	assign zero_res = (res == 16'b0);
	always @ (*) begin
		case(op)
			4'b0000: res = a + b + imm;
			4'b0001: res = a - b - imm;
			4'b0010: res = a & b & imm; 
			4'b0011: res = a | b | imm;
			4'b0100: res = a ^ b ^ imm; 
			default: res = 16'b0;
		endcase
	end
endmodule
module comp16(a, b, eq, neq, geq, l);
	input [15:0] a;
	input [15:0] b;
	output reg eq;
	output reg neq;
	output reg geq;
	output reg l;
	reg [16:0] sum;  
	always @ (*) begin
		if (a == b) begin
			eq <= 1'b1;
			neq <= 1'b0;
			geq <= 1'b0;
			l <= 1'b0;
		end else if(a[15] == 1'b0 && b[15] == 1'b1) begin
			eq <= 1'b1;
			neq <= 1'b1;
			geq <= 1'b1;
			l <= 1'b0;
		end else if(a[15] == 1'b1 && b[15] == 1'b0) begin
			eq <= 1'b0;
			neq <= 1'b1;
			geq <= 1'b0;
			l <= 1'b1;
		end else begin
			sum <= a + b;
			if(sum[16] == 1'b1 || (sum[16] == 1'b0 && sum[15] == 1'b1)) begin
				eq <= 1'b0;
				neq <= 1'b1;
				geq <= 1'b0;
				l <= 1'b1;
			end else begin
				eq <= 1'b0;
				neq <= 1'b1;
				geq <= 1'b1;
				l <= 1'b0;
			end
		end
	end
endmodule
File: flow/run.sh
#!/bin/bash
# OpenROAD 26Q1-2900-gdf79404cd8, Yosys 0.63+post, stock flow scripts
make -C /OpenROAD-flow-scripts/flow DESIGN_CONFIG=/design/flow/config.mk WORK_HOME=/design/flow/orfs finish
==> impl_metrics.toml <==
# physical design summary
[synthesis]
fa_ha_area_frac = 0.370
synth-seq-cells = 2
netlist.area_leader.share = 0.210
xor_share = 0.0533
edf_count = 0
top_cell = "ha_1"
ys_cells = 494
ys_sh_aoi = 0.258
yosys_warnings = 2
yosys.area.top_type = "ha_1"
synth_top_flop_cell = "dlxtn_1"
synth-simple-area-share = 0.199
async_flop_share = 0
ys_sh_mux = 0.0220
ys_chip_area_sq_um = 3870
top_logic_kind = "adder cells"
yosys-top-cells-area = "ha_1 (21%), fa_1 (16%), inv_1 (5.9%)"
ys_types = 69
common_cells = "ha_1 (65), inv_1 (61), a21oi_1 (37), fa_1 (31), nand2_1 (27)"
syn_area_sq_um = 3870
synth_cells = 494
synth.avg_cell_area_sq_um = 7.84

[grt]
grt_max_degree = 28
antenna_found_initial = 0
grt_pass1_vias = 3581
grt_usage = 0.244
grt_use_met1 = 0.381
use_met2 = 0.376
grt_pass1_wl_microns = 18600
grt.met3_usage = 0.0425
grt-ovfl-total = 0
grt-busiest-layer = "met1"

[sta]
unclocked_regs = 2
finalSetupViolCount = 0
setup-tns-final_ns = 0
worst_pin_slew_ns = 0.693
period_used_share = 0.735
rsz0062_at_grt = "false"
slew_violations = 0
max_freq_mhz = 109
untimed_endpoints = 2
hold_violations = 0
maxSlewHeadroom = 0.535
min_period_ns = 9.19

[critical_path]
critPathLaunchType = "input port"
crit_required_ns = 10.00
critical_path_arrival_ns = 6.69
slowest_stage = "clkdlybuf4s50_1"
cp_max_fo = 7
max_stage_delay_ns = 0.68
cp_top_family = "adder cells"
end_kind = "output pin"
worstPathCellList = "clkdlybuf4s50_1 > fa_1 > ha_1 > fa_1 > a211oi_1 > nor2_1 > xor2_1 > a221oi_1 > o21ai_0 > nor4_1 > nand4b_1 > nor4_2 > clkdlybuf4s50_1"
crit_type = "in2out"
critPathBufInv = 2

[placement]
routabilityCongestion = 1.01
dpl_cell_area_sq_um = 4700
post-place-cells = 680
numPortBuffers = 73
dpl.hpwl_microns = 9820

[detailed_routing]
routedWlPerCell_microns = 16.9
postRouteAntennaNets = 0
routed_wl_microns = 11500
drcViolationCount = 0
diodes = 0
drtPass1Iterations = 5
vias = 3803
via_per_inst = 5.59
drt_iter0_drc = 188

[clock_network]
hold_buffers = 0
post_cts_buffers = 0
cts_resized = 0

[cells_and_area]
stdcell_count = 680
top_regs = "comp.sum (2)"
fin_area_sq_um = 4700
area_growth_syn_to_layout_pct = 21.5
largest-register = "comp.sum"
largest_reg_flops = 2
drive_gt1_frac = 0.0399
fillerInstances = 918

[worst_hold_path]
hp-class = "in2out"

[pwr]
cellPowerDensity_nw_per_um2 = 63.5
power.leakage_nw = 2.11
vdd_drop_max_mv = 0.0284

[floorplan]
io_pins = 73
die_x_microns = 100
die.size.y_microns = 100
die_area_sq_um = 10100
fp-utilization = 0.415
row_count = 35
core-area_sq_um = 9330

[run_status]
status = "finished clean"

[run]
tool_warnings = 65
drv_cap = 0
layer usage:
layer  up-vias  routed length, microns
li1       1904                       -
met1      1765                    5560
met2       127                    5040
met3         7                     775
met4         0                      84
met5         -                       0
kinds of logic (layout without fill, tap and decap cells):
family,Yosys count,in the layout
compound gates,147,147
xor+xnor,22,22
latches,2,2
simple gates,136,136
mux,8,8
fa+ha+maj,96,96
buf+inv,83,140
placed cells by master (no fill, tap or decap), types with 4 or more instances in the layout:
master / n
a31oi_1: 8
inv_1: 61
nor4b_1: 4
a221oi_1: 7
nor2_1: 20
a211oi_1: 8
a21oi_1: 37
o22ai_1: 5
xnor2_1: 10
buf_4: 6
and3_1: 5
nand3_1: 11
nor4_1: 5
nand4_1: 8
fa_1: 31
nand2_1: 27
mux2i_1: 4
nor2b_1: 4
a22oi_1: 7
o211ai_1: 8
nand3b_1: 4
nand2b_1: 11
xor2_1: 11
nor3_1: 15
ha_1: 65
o21ai_0: 22
a21o_1: 16
clkdlybuf4s50_1: 73
path summary, 6_finish.rpt:
path,to,startpoint,cells after the start,slack (ns)
worst max-delay path,zero_res,a[1],13,3.31
worst min-delay path,res[2],imm[2],4,6.19
stage by stage:
step | utilization | power [mW] | setup slack [ns] | hold WS (ns)
6_report | 0.504 | 0.299 | 3.31 | 6.19
3_3_place_gp | 0.504 | 0.294 | 3.38 | 6.16
4_1_cts | 0.504 | 0.296 | 3.31 | 6.19
2_1_floorplan | - | 0.201 | 4.85 | 5.14
3_5_place_dp | 0.504 | 0.294 | 3.32 | 6.18
5_1_grt | 0.504 | 0.331 | 3.08 | 6.24
tightest hold or removal path, cell delays in order:
cell and delay [ns]:
clkdlybuf4s50_1 0.48, nor2b_1 0.17, o211ai_1 0.11, clkdlybuf4s50_1 0.42
final cells by class:
type / instances / area (sq um) / area share
Tap cell: 129 / 161 / 0.0343
Sequential cell: 2 / 30.0 / 0.00638
Timing Repair Buffer: 79 / 776 / 0.165
Inverter: 61 / 229 / 0.0487
Multi-Input combinational cell: 409 / 3510 / 0.746
report_power, final:
group	switching (mW)	internal (mW)	total, mW
Combinational	0.163	0.134	0.297
Sequential	0.000151	0.00129	0.00145
Clock	0	0	0
No activity file was given, so power comes from the tool's default toggle rates.
